==> flow/design.v <==
module sub_16(in1,in2,in3,d,b);
input [15:0]in1,in2;
input in3;
output [15:0]d;
output b;
sub_4 r1(in1[3:0],in2[3:0],in3,d[3:0],c1);
sub_4 r2(in1[7:4],in2[7:4],c1,d[7:4],c2);
sub_4 r3(in1[11:8],in2[11:8],c2,d[11:8],c3);
sub_4 r4(in1[15:12],in2[15:12],c3,d[15:12],b);
endmodule
module sub_4(in1,in2,in3,d,b);
input [3:0]in1,in2;
input in3;
output [3:0]d;
output b;
wire c1,c2,c3;
full_sub f1(in1[0],in2[0],in3,d[0],c1);
full_sub f2(in1[1],in2[1],c1,d[1],c2);
full_sub f3(in1[2],in2[2],c2,d[2],c3);
full_sub f4(in1[3],in2[3],c3,d[3],b);
endmodule
module full_sub(in1,in2,in3,d,b);
input in1,in2,in3;
output d,b;
assign d=in1^in2^in3;
assign b=(!in1)&(in2)|(!in1)&(in3)|(in2)&(in3);
endmodule
module subtractor_tb;
reg [15:0]in1,in2;
reg in3;
wire [15:0]d;
wire b;
sub_16 s1(in1,in2,in3,d,b);
initial begin
    $dumpfile("subtractor_tb.vcd");
    $dumpvars(0,subtractor_tb);
    $display("Subtraction of 16 bit number");
    $monitor("A=%h B=%h C=%h Diff=%h Borrow=%h",in1,in2,in3,d,b);
    #10 in1=16'habcd;in2=16'ha214;in3=0;
end
endmodule
==> flow/run.sh <==
#!/bin/bash
# OpenROAD 26Q1-2900-gdf79404cd8, Yosys 0.63+post, stock flow scripts
make -C /OpenROAD-flow-scripts/flow DESIGN_CONFIG=/design/flow/config.mk WORK_HOME=/design/flow/orfs finish
==> flow/config.mk <==
export PLATFORM = sky130hd
export DESIGN_NAME = sub_16
export DESIGN_NICKNAME = sub_16
export VERILOG_FILES = /design/flow/design.v
export SDC_FILE = /design/flow/constraint.sdc
export NUM_CORES = 4
export LEC_CHECK = 1
export CORE_AREA = 10 10 70 70
export DIE_AREA = 0 0 80 80
==> flow/constraint.sdc <==
current_design sub_16

set clk_period 9.2
set clk_io_pct 0.2

create_clock -name clk0 -period $clk_period

set non_clock_inputs [all_inputs -no_clocks]
set_input_delay [expr $clk_period * $clk_io_pct] -clock clk0 $non_clock_inputs
set_output_delay [expr $clk_period * $clk_io_pct] -clock clk0 [all_outputs]
==> flow_results.xml <==
<?xml version="1.0" encoding="UTF-8"?>
<metrics>
  <group name="floorplan">
    <metric name="die_width" unit="µm">80</metric>
    <metric name="ios" unit="">50</metric>
    <metric name="row_count" unit="">21</metric>
    <metric name="fp.dieArea" unit="mm²">0.00640</metric>
    <metric name="die_height" unit="µm">80</metric>
    <metric name="initCoreUtil" unit="%">16.6</metric>
    <metric name="coreArea" unit="mm²">0.00342</metric>
  </group>
  <group name="logic_synthesis">
    <metric name="yosysSeqAreaShare" unit="%">0</metric>
    <metric name="yosys-stat-area" unit="µm²">568</metric>
    <metric name="synth_stat.cells" unit="">66</metric>
    <metric name="mapped_area" unit="µm²">568</metric>
    <metric name="yosys.cell_types.count" unit="">3</metric>
    <metric name="number_of_warnings_reported_in_the_yosys_synthesis_log" unit="">3</metric>
    <metric name="avgSynthCellArea" unit="µm²">8.61</metric>
    <metric name="instance_count_of_the_mapped_netlist" unit="">66</metric>
  </group>
  <group name="power_and_ir_drop">
    <metric name="power.share.combinational" unit="%">100.0</metric>
    <metric name="power.density_cell_area" unit="mW/mm²">59.9</metric>
    <metric name="totalPowerFinal" unit="mW">0.0618</metric>
    <metric name="power.sequential.fraction" unit="%">0</metric>
    <metric name="power_frac_clock" unit="%">0</metric>
    <metric name="power_switching_share" unit="%">29.9</metric>
    <metric name="leak_pwr" unit="nW">0.483</metric>
    <metric name="power.switching" unit="mW">0.0184</metric>
    <metric name="ir_worst_vdd" unit="µV">21.8</metric>
    <metric name="power.internal" unit="mW">0.0433</metric>
  </group>
  <group name="placed_design">
    <metric name="gp_congestion" unit="">0.798</metric>
    <metric name="place.detailed.hpwl" unit="µm">1420</metric>
    <metric name="i_o_buffers" unit="">50</metric>
    <metric name="place_ws" unit="ns">-0.949</metric>
  </group>
  <group name="setup_path">
    <metric name="worstPathMaxFanout" unit="">1</metric>
    <metric name="crit_path_start_kind" unit="">primary input</metric>
    <metric name="critPathRequiredTime" unit="ns">7.36</metric>
    <metric name="setup.worst_path.class" unit="">primary input to output port</metric>
    <metric name="crit_path_end_kind" unit="">output port</metric>
    <metric name="worst_setup_path_startpoint" unit="">in2[0]</metric>
    <metric name="worst-endpoint-arrival" unit="ns">7.63</metric>
  </group>
  <group name="outcome">
    <metric name="violations" unit="">setup timing</metric>
    <metric name="run_status" unit="">finished with violations</metric>
  </group>
  <group name="cells_and_area">
    <metric name="seq_area" unit="µm²">0</metric>
    <metric name="share_of_layout_cells_above_drive_strength_1" unit="%">29.0</metric>
    <metric name="fillerInstances" unit="">350</metric>
    <metric name="nFlopsAndLatches" unit="">0</metric>
    <metric name="nClkBuffers" unit="">0</metric>
    <metric name="layout.cells.most_common" unit="">sky130_fd_sc_hd__clkdlybuf4s50_1</metric>
    <metric name="area_delta_synth_final" unit="%">81.5</metric>
    <metric name="leading_cell_types_in_the_layout_fill_and_taps_excluded" unit="">sky130_fd_sc_hd__clkdlybuf4s50_1 (41), sky130_fd_sc_hd__inv_1 (27), sky130_fd_sc_hd__fa_2 (16)</metric>
  </group>
  <group name="global_routing">
    <metric name="grt_max_degree" unit="">2</metric>
    <metric name="antenna_found_initial" unit="">0</metric>
    <metric name="grtUsageTotal" unit="%">4.42</metric>
    <metric name="grt_pass1_vias" unit="">520</metric>
    <metric name="grt_pass1_wl" unit="µm">2300</metric>
    <metric name="globalRoute.totalOverflow" unit="">0</metric>
  </group>
  <group name="worst_hold_path">
    <metric name="min_delay_path_depth" unit="">4</metric>
    <metric name="hold_class" unit="">primary input to output port</metric>
    <metric name="min_delay_worst_endpoint" unit="">d[15]</metric>
    <metric name="min_from" unit="">in2[15]</metric>
  </group>
  <group name="final_timing">
    <metric name="final-setup-viol-count" unit="">3</metric>
    <metric name="timing.slew.headroom" unit="%">93.4</metric>
    <metric name="tightest_slew" unit="ns">0.0989</metric>
    <metric name="report.final.slew_viol_count" unit="">0</metric>
    <metric name="final.hold.worst_slack" unit="ns">4.42</metric>
    <metric name="grt_setup_unrepaired" unit="">true</metric>
    <metric name="timing.final.crit_period" unit="ns">9.47</metric>
    <metric name="final_min_period_over_clock_period" unit="%">103</metric>
    <metric name="final_hold_viol_count" unit="">0</metric>
    <metric name="maxClockFrequency" unit="MHz">106</metric>
    <metric name="post-route-worst-setup-slack" unit="ns">-0.274</metric>
  </group>
  <group name="drt">
    <metric name="ant_nets" unit="">0</metric>
    <metric name="wire_length_per_cell_after_detailed_routing" unit="µm">9.73</metric>
    <metric name="drtIter0Drc" unit="">1</metric>
    <metric name="insertedDiodeCount" unit="">0</metric>
    <metric name="route.detailed.drc" unit="">0</metric>
    <metric name="dr_total_vias" unit="">447</metric>
    <metric name="detail_route.wirelength" unit="µm">1420</metric>
    <metric name="dr.pass1.iters" unit="">2</metric>
    <metric name="viasPerCell" unit="">3.06</metric>
  </group>
  <group name="cts">
    <metric name="cts.hold.buffers_added" unit="">0</metric>
  </group>
  <group name="flow_run">
    <metric name="stage_log_warnings" unit="">35</metric>
    <metric name="cap_violations" unit="">0</metric>
  </group>
</metrics>
[power by group through the flow]
| stage | sequential [mW] | combinational [mW] | clock (mW) |
|---|---|---|---|
| 6_report | 0 | 0.0618 | 0 |
| 5_1_grt | 0 | 0.0702 | 0 |
| 4_1_cts | 0 | 0.0632 | 0 |
[area by class of cell]
cell class | count | area [µm²] | area share [%]
repair buffers | 50 | 483 | 46.8
multi-input cells | 16 | 360 | 35.0
inverters | 34 | 130 | 12.6
well taps | 46 | 57.6 | 5.58
[logic make-up (layout without fill, tap and decap cells)]
family	after synthesis	in the layout	share of synthesized area, %
adders and majority gates	16	16	56.4
buffers and inverters	50	84	43.6
[stage by stage]
step	util, %	instance area (µm²)	setup TNS, ns	cells
after CTS	30.0	1020	-0.416	146
after detailed placement	30.4	1040	-2.62	146
after global routing	30.2	1030	-0.737	146
final	30.2	1030	-0.329	146
after global placement	30.4	1040	-2.58	146
after floorplan	-	601	-0.102	66
[cell usage after synthesis (all sizes together)]
library cell,number,area (µm²)
buf,16,120
fa,16,320
inv,34,128
[critical path, stage by stage]
cell	delay, ns
sky130_fd_sc_hd__buf_8	0.10
sky130_fd_sc_hd__inv_4	0.04
sky130_fd_sc_hd__fa_2	0.18
sky130_fd_sc_hd__inv_2	0.04
sky130_fd_sc_hd__fa_2	0.33
sky130_fd_sc_hd__fa_2	0.35
sky130_fd_sc_hd__fa_2	0.40
sky130_fd_sc_hd__fa_2	0.35
sky130_fd_sc_hd__fa_2	0.34
sky130_fd_sc_hd__fa_2	0.34
sky130_fd_sc_hd__fa_2	0.34
sky130_fd_sc_hd__fa_2	0.34
sky130_fd_sc_hd__fa_2	0.34
sky130_fd_sc_hd__fa_2	0.34
sky130_fd_sc_hd__fa_2	0.34
sky130_fd_sc_hd__fa_2	0.35
sky130_fd_sc_hd__fa_2	0.34
sky130_fd_sc_hd__fa_2	0.34
sky130_fd_sc_hd__inv_2	0.06
sky130_fd_sc_hd__fa_2	0.41
sky130_fd_sc_hd__buf_2	0.12
[worst max path at each step]
stage	slack, ns	to	cells after the start
CTS	-0.30	d[15]	21
finish	-0.27	d[15]	21
global route	-0.42	d[15]	21
[metal layers]
layer / up-vias / routed length (µm) / global-route usage [%]
li1: 216 / - / -
met1: 184 / 620 / 5.98
met2: 47 / 360 / 5.22
met3: 0 / 439 / 4.20
met4: 0 / 0 / 0
met5: - / 0 / 0
[timing repair]
action                     4_1_cts  5_1_grt
pin swaps                        2        0
gates resized                   34        3
buffers inserted                 0        0
setup endpoints to repair        4        3
